## ./run.sh

```bash
#!/bin/bash
# OpenROAD 26Q1-2900-gdf79404cd8, Yosys 0.63+post, stock flow scripts
make -C /OpenROAD-flow-scripts/flow DESIGN_CONFIG=/design/flow/config.mk WORK_HOME=/design/flow/orfs finish
```

## ./config.mk

```make
export PLATFORM = sky130hd
export DESIGN_NAME = timer_marquee
export DESIGN_NICKNAME = timer_marquee
export VERILOG_FILES = /design/flow/design.v
export SDC_FILE = /design/flow/constraint.sdc
export NUM_CORES = 4
export LEC_CHECK = 1
export CORE_UTILIZATION = 40
```

## ./constraint.sdc

```tcl
current_design timer_marquee

set clk_period 5.0
set clk_io_pct 0.2

create_clock -name clk0 -period $clk_period [get_ports {clk}]

set non_clock_inputs [all_inputs -no_clocks]
set_input_delay [expr $clk_period * $clk_io_pct] -clock clk0 $non_clock_inputs
set_output_delay [expr $clk_period * $clk_io_pct] -clock clk0 [all_outputs]
```

## ./design.v

```verilog
`timescale 1ns / 1ps
module timer_marquee(
    input clk,                   
    output [6:0] out_num,        
    output [7:0] out_dis,        
    input reset,                 
    input [1:0] speed_up,        
    input dir,                   
    input run                    
    );       
    reg [3:0] num [19:0];        
    reg [3:0] i = 0 ;            
    reg [4:0] str = 12 ;         
    reg [4:0] ii;   
    set_sev_seg func_set( .num( num[ii] ) , .w_out_num( out_num ) );
    dis_sev_seg func_dis( .i( i ) , .w_out_dis( out_dis ) );
    wire my_clk;
    parameter fq_my_clk = 10 ;           
    my_clock func_my_clk( .clk( clk ), .frqdiv( fq_my_clk ), .out_clk( my_clk ) );
    always @( posedge my_clk ) begin
        if( i==7 ) begin
            i <= 0 ;
            ii <= str ;
        end
        else begin
            i <= i + 1 ;
            if( ii==19 )
                ii <= 0 ;
            else
                ii <= ii + 1 ;
        end                              
    end
    wire pos_clk;                        
    parameter fq_pos_clk = 25 ;          
    my_clock func_pos_clk( .clk( clk ) , .frqdiv( fq_pos_clk ) , .out_clk( pos_clk ) );  
    always @( posedge pos_clk ) begin     
        if( run==0 );                    
        else if( dir==0 ) begin          
            if( str==19 )
                str <= 0 ;
            else
                str <= str + 1 ;
        end
        else begin                   
            if( str==0 )
                str <= 19 ;
            else
                str <= str - 1 ;
        end
        if( reset==1 ) 
            str <= 0 ;      
    end
    wire timer_clk;                      
    reg [4:0] fq_timer_clk ;             
    my_clock func_timer_clk( .clk( clk ) , .frqdiv( fq_timer_clk ) , .out_clk( timer_clk ) );
    always @( posedge timer_clk ) begin                          
        if( num[18]==9 ) begin                                   
            num[18] <= 0 ;       
            if( num[17]==5 ) begin                               
                num[17] <= 0 ;
                if( num[15]==9 ) begin                           
                    num[15] <= 0 ;
                    if( num[14]==5 ) begin                       
                        num[14] <= 0 ;
                        if( num[11]==2 && num[12]==3 ) begin     
                            num[11] <= 0 ;
                            num[12] <= 0 ;
                        end 
                        else if( num[12]==9 ) begin              
                            num[12] <= 0 ;
                            num[11] <= num[11] + 1 ;
                        end
                        else                                     
                            num[12] <= num[12] + 1 ;                            
                    end
                    else 
                        num[14] <= num[14] + 1 ;
                end
                else                                             
                    num[15] <= num[15] + 1 ;
            end
            else                                                 
                num[17] <= num[17] + 1 ;
        end
        else                                                     
            num[18] <= num[18] + 1 ;
        if( reset==1 ) begin
            num[0] <= 2 ;        num[1] <= 0 ;        num[2] <= 1 ;        num[3] <= 8 ;    
            num[4] <= 10 ;       num[5] <= 0 ;        num[6] <= 5 ;        num[7] <= 10 ;
            num[8] <= 0 ;        num[9] <= 3 ;        num[10] <= 10 ;      num[11] <= 0 ;    
            num[12] <= 0 ;       num[13] <= 10 ;      num[14] <= 0 ;       num[15] <= 0 ;
            num[16] <= 10 ;      num[17] <= 0 ;       num[18] <= 0 ;       num[19] <= 11 ; 
        end                                                
    end      
    always @( speed_up ) begin
        if( speed_up==3 )
            fq_timer_clk = 12 ;
        else if( speed_up==2 )
            fq_timer_clk = 18 ;
        else if( speed_up==1 )
            fq_timer_clk = 23 ;                        
        else
            fq_timer_clk = 25 ;
    end  
    initial begin
            num[0] = 2 ;        num[1] = 0 ;        num[2] = 1 ;        num[3] = 8 ;    
            num[4] = 10 ;       num[5] = 0 ;        num[6] = 5 ;        num[7] = 10 ;
            num[8] = 0 ;        num[9] = 3 ;        num[10] = 10 ;      num[11] = 0 ;    
            num[12] = 0 ;       num[13] = 10 ;      num[14] = 0 ;       num[15] = 0 ;
            num[16] = 10 ;      num[17] = 0 ;       num[18] = 0 ;       num[19] = 11 ;    
    end        
endmodule
`timescale 1ns / 1ps
module dis_sev_seg(
    input [2:0] i,               
    output [7:0] w_out_dis       
    );
    reg [7:0] out_dis;    
    assign w_out_dis = out_dis ;
    always @( i ) begin
        case( i )
            0:  out_dis = ~8'b10000000 ;
            1:  out_dis = ~8'b01000000 ;
            2:  out_dis = ~8'b00100000 ;
            3:  out_dis = ~8'b00010000 ;
            4:  out_dis = ~8'b00001000 ;
            5:  out_dis = ~8'b00000100 ;
            6:  out_dis = ~8'b00000010 ;
            7:  out_dis = ~8'b00000001 ;
        endcase
    end    
endmodule
`timescale 1ns / 1ps
module my_clock(
    input clk,                   
    input [10:0] frqdiv,         
    output out_clk               
    );
    reg [30:0] cnt = 0 ;         
    assign out_clk = cnt[ frqdiv ] ;
    always @( posedge clk )
        cnt <= cnt + 1 ;
endmodule
`timescale 1ns / 1ps
module set_sev_seg(
    input [3:0] num,             
    output [6:0] w_out_num       
    );
    reg [6:0] out_num;    
    assign w_out_num = out_num ;
    always @( num ) begin
        case( num )
            0:   out_num = 7'b0000001 ;
            1:   out_num = 7'b1001111 ;
            2:   out_num = 7'b0010010 ;
            3:   out_num = 7'b0000110 ;
            4:   out_num = 7'b1001100 ;
            5:   out_num = 7'b0100100 ;
            6:   out_num = 7'b1100000 ;
            7:   out_num = 7'b0001111 ;
            8:   out_num = 7'b0000000 ;
            9:   out_num = 7'b0001100 ;
            10:  out_num = 7'b1111110 ;          
            default:  out_num = 7'b1111111 ;     
        endcase
    end      
endmodule
```

==> results.yml <==
# generated from flow reports
outcome:
  run_status: "completed"
timing:
  untimed_endpoints: 53
  hold_viol_final: 0
  period_minus_slack_ns: 1.960
  drv_slew: 0
  period_used_share: 0.3921
  fin_skew_ns: 0.004414
  rsz0062_at_grt: "no"
  unclocked_regs: 38
  setup_tns_ns: 0
  slew_headroom: 0.5464
  setup-violations-final: 0
  tightestPinTransition_ns: 0.6753
  max_freq_mhz: 510.1
logic_synthesis:
  xor_area_frac: 0.1220
  ys_seq_frac: 0.4010
  synth_cell_types: 67
  ys_ff: 105
  area_leaders: "dfxtp_1 (40%), xnor2_1 (8.2%), ha_1 (6.7%), xor2_1 (4.0%), nand3_1 (3.6%)"
  ys_sh_simple: 0.2320
  ys_cells: 576
  synth_cells: 576
  yosysChipArea_um2: 5243
  yosys.area.top_type: "dfxtp_1"
  top_logic_kind: "simple AND/OR/NAND/NOR gates"
  top_cell: "dfxtp_1"
  ff_type: "dfxtp_1"
  ys_sh_aoi: 0.1053
  synth.top_cell.area_share: 0.4010
  synth_area_um2: 5243
  ys_sh_adder: 0.06683
  yosysWarnings: 10
  edf_count: 0
  synth-async-reset-ratio: 0
  synth.avg_cell_area_um2: 9.102
  yosys-top-cells-count: "dfxtp_1 (105), nand2_1 (49), xnor2_1 (49)"
  muxShareOfSynthArea: 0.03628
floorplanning:
  io_pins: 21
  die_area_um2: 13570
  initial_utilization: 0.4121
  fp-row-count: 41
  coreArea_um2: 12720
  die_w_um: 116.5
  die.size.y_um: 116.5
final_layout:
  register_area_um2: 2102
  area.combinational_um2: 2948
  n_fill_cell: 1190
  fin_cells: 763
  syn2layout_area_growth_pct: 12.67
  stdcell_area_um2: 5907
  layout-drive-gt1-share: 0.06261
drt:
  dr.pass1.iters: 4
  finalWirelength_um: 8839
  drc: 0
  ant_nets: 0
  antenna_cells_inserted: 0
  drt_iter0_markers: 133
  avgViaCountPerCell: 5.014
  vias: 3826
  post_drt_wl_per_cell_um: 11.58
power_and_ir_drop:
  pwr-share-comb: 0.015
  p_sw_frac: 0.1886
  power.leakage_nw: 2.167
  internal_power_mw: 1.008
  p_per_area_nw_per_um2: 210.3
  power_frac_clock: 0.555
  seq_power_share: 0.430
  switchingPower_mw: 0.2343
  irDropWorstVdd_mv: 0.2598
worst_setup_path:
  cp.required_ns: 5.21
  arrival_ns: 2.17
  start_kind: "register"
  end_kind: "register"
  cp_max_fo: 6
  path_class: "reg2reg"
clock_network:
  root_buffer: "clkbuf_16"
  hold_buffers: 0
  cts_tree: "built"
  clk_path_buf_depth: 2
  clk_pin_slew_worst_paths_ns: 0.06
  htree_levels: 3
  numCtsBuffers: 9
  cts_resized: 0
  insertion_delay_ns: 0.33
  cts_setup_buffers: 0
hold_path:
  hp-class: "reg2reg"
grt:
  grt_start_max_net_pins: 30
  grt_overflow: 0
  grt_usage: 0.1403
  grt_antenna_before_repair: 0
  grt_pass1_wl_um: 15270
  grt_pass1_vias: 3428
placed_design:
  dp_cells: 747
  hpwl_um: 6384
  placed_area_um2: 5570
  portBuffers: 20
  place_congestion: 0.8306
job:
  warnings: 41
  max-cap-violations: 0
## sequential cells by signal (all words and copies together), names as in the netlist
name and count:
i 4, func_pos_clk.cnt 26, str 5, func_timer_clk.cnt 30, func_my_clk.cnt 11, ii 5, num 24
## final timing paths
| check | from | to | slack, ns | cells past startpoint |
|---|---|---|---|---|
| max | func_pos_clk.cnt[3] | func_pos_clk.cnt[18] | 3.04 | 6 |
| min reg2reg | func_timer_clk.cnt[0] | func_timer_clk.cnt[0] | 0.40 | 1 |
| max reg2reg | func_pos_clk.cnt[3] | func_pos_clk.cnt[18] | 3.04 | 6 |
| min | func_timer_clk.cnt[0] | func_timer_clk.cnt[0] | 0.40 | 1 |
## cells in the final DEF (no fill, tap or decap), drive strengths merged, types with 5 or more instances in the layout
| master | netlist | final |
|---|---|---|
| dfxtp | 105 | 105 |
| nand2 | 49 | 49 |
| xnor2 | 49 | 49 |
| nor2 | 48 | 48 |
| nand3 | 39 | 39 |
| ha | 28 | 28 |
| inv | 24 | 25 |
| xor2 | 24 | 24 |
| a21oi | 24 | 24 |
| clkdlybuf4s50 | 0 | 20 |
| nor3 | 15 | 15 |
| nand2b | 13 | 13 |
| o21ai | 13 | 13 |
| clkbuf | 16 | 11 |
| nand4 | 10 | 10 |
| mux2i | 10 | 10 |
| nor2b | 9 | 9 |
| and3 | 8 | 8 |
| a22oi | 7 | 7 |
| and2 | 5 | 5 |
| nand3b | 5 | 5 |
| nor4 | 5 | 5 |
## critical path, stage by stage (launching register included)
cell and delay, ns:
dfxtp_1 0.40, and4_1 0.26, and3_1 0.18, nand2_1 0.17, nor4_2 0.51, nand4_1 0.18
xnor2_1 0.15
## routing by layer
layer,routed length (um),track usage,vias to the layer above
li1,-,-,2030
met1,4579,0.2143,1742
met5,0,0,-
met4,105,0.01880,0
met3,242,0.02590,7
met2,3912,0.2181,47
## per-stage QoR
step | total power [mW] | setup slack (ns) | utilization | hold WS [ns]
after detailed placement | 0.5649 | 3.051 | 0.4378 | 0.3955
after global routing | 1.289 | 2.859 | 0.4643 | 0.4327
final | 1.242 | 3.040 | 0.4643 | 0.4043
after CTS | 1.261 | 3.034 | 0.4643 | 0.4093
after global placement | 0.5646 | 3.061 | 0.4378 | 0.3893
after floorplan | 0.5580 | 3.239 | - | 0.3793
## power groups by stage
stage	clock [mW]	combinational (mW)	sequential [mW]
4_1_cts	0.708	0.0194	0.534
5_1_grt	0.734	0.0208	0.534
6_report	0.689	0.0190	0.534
## cell families after synthesis
group | count (synthesis)
buffers and inverters | 47
AOI/OAI and AO/OA | 81
adders and majority gates | 28
muxes | 15
xor gates and xnor gates | 73
and+or+nand+nor | 227
DFF | 105
## layout make-up
| class | instances | share of cell area |
|---|---|---|
| tap | 172 | 0.03643 |
| multi-input combinational | 424 | 0.4990 |
| clock inverter | 5 | 0.01419 |
| sequential | 105 | 0.3559 |
| inverter | 24 | 0.01525 |
| clock buffer | 11 | 0.04279 |
| timing repair buffer | 22 | 0.03643 |
Power and IR drop assume default switching activity.
