File: ./run.sh
#!/bin/bash
# OpenROAD 26Q1-2900-gdf79404cd8, Yosys 0.63+post, stock flow scripts
make -C /OpenROAD-flow-scripts/flow DESIGN_CONFIG=/design/flow/config.mk WORK_HOME=/design/flow/orfs finish
File: ./config.mk
export PLATFORM = sky130hd
export DESIGN_NAME = marquee
export DESIGN_NICKNAME = marquee
export VERILOG_FILES = /design/flow/design.v
export SDC_FILE = /design/flow/constraint.sdc
export NUM_CORES = 4
export LEC_CHECK = 1
export CORE_UTILIZATION = 50
File: ./constraint.sdc
current_design marquee

set clk_period 4.4
set clk_io_pct 0.2

create_clock -name clk0 -period $clk_period [get_ports {clk}]

set non_clock_inputs [all_inputs -no_clocks]
set_input_delay [expr $clk_period * $clk_io_pct] -clock clk0 $non_clock_inputs
set_output_delay [expr $clk_period * $clk_io_pct] -clock clk0 [all_outputs]
File: ./design.v
`timescale 1ns / 1ps
module marquee(
    input clk,                   
    output [7:0] out_dis,        
    output [6:0] out_num,        
    input dir,                   
    input [4:0] set,             
    input run                    
    );
    reg [3:0] num [7:0];         
    reg [2:0] i = 0 ;            
    set_sev_seg func_set( num[i] , out_num ) ;
    dis_sev_seg func_dis( i , out_dis ) ;
    wire my_clk;                 
    parameter frqdiv = 10 ;   
    my_clock func_my_clk( clk , frqdiv , my_clk );  
    always @( posedge my_clk ) begin 
        if( i==7 )
            i <= 0 ;
        else            
            i <= i + 1 ;                
    end     
    wire set_clk;   
    parameter fq_set_clk = 25 ;
    my_clock func_set_clk( clk , fq_set_clk , set_clk );
    reg [2:0] set_which = 0 ;    
    always @( posedge set_clk ) begin
        if( run==1 ) begin       
            if( dir==0 ) begin   
                    num[0] <= num[1] ;    num[1] <= num[2] ;    num[2] <= num[3] ;    num[3] <= num[4] ;
                    num[4] <= num[5] ;    num[5] <= num[6] ;    num[6] <= num[7] ;    num[7] <= num[0] ;
            end
            else begin       
                    num[2] <= num[1] ;    num[3] <= num[2] ;    num[4] <= num[3] ;    num[5] <= num[4] ;
                    num[6] <= num[5] ;    num[7] <= num[6] ;    num[0] <= num[7] ;    num[1] <= num[0] ;
            end  
        end
        else begin
            case( set ) 
                    5'b00011: 
                        if( num[ set_which ]==11 )
                              num[ set_which ] <= 0 ;
                        else
                            num[ set_which ] <= num[ set_which ] + 1 ;
                    5'b00101:
                        if( num[ set_which ]==0 )
                            num[ set_which ] <= 11 ;
                        else               
                            num[ set_which ] <= num[ set_which ] - 1 ;
                    5'b01001:   
                        if( set_which==0 )
                            set_which <= 7 ;
                        else 
                            set_which <= set_which - 1 ;
                    5'b10001:  
                        if( set_which==7 )
                            set_which <= 0 ;
                        else                
                            set_which <= set_which + 1 ;
                    default:    ;
                endcase
        end        
    end                      
    initial begin
        num[0] = 2 ;    num[1] = 0 ;    num[2] = 1 ;    num[3] = 8 ;
        num[4] = 0 ;    num[5] = 5 ;    num[6] = 0 ;    num[7] = 3 ;
    end
endmodule
`timescale 1ns / 1ps
module dis_sev_seg(
    input [2:0] i,               
    output [7:0] w_out_dis       
    );
    reg [7:0] out_dis;    
    assign w_out_dis = out_dis ;
    always @( i ) begin
        case( i )
            0:  out_dis = ~8'b10000000 ;
            1:  out_dis = ~8'b01000000 ;
            2:  out_dis = ~8'b00100000 ;
            3:  out_dis = ~8'b00010000 ;
            4:  out_dis = ~8'b00001000 ;
            5:  out_dis = ~8'b00000100 ;
            6:  out_dis = ~8'b00000010 ;
            7:  out_dis = ~8'b00000001 ;
        endcase
    end    
endmodule
`timescale 1ns / 1ps
module my_clock(
    input clk,                   
    input [10:0] frqdiv,         
    output out_clk               
    );
    reg [30:0] cnt = 0 ;         
    assign out_clk = cnt[ frqdiv ] ;
    always @( posedge clk )
        cnt <= cnt + 1 ;
endmodule
`timescale 1ns / 1ps
module set_sev_seg(
    input [3:0] num,             
    output [6:0] w_out_num       
    );
    reg [6:0] out_num;    
    assign w_out_num = out_num ;
    always @( num ) begin
        case( num )
            0:   out_num = 7'b0000001 ;
            1:   out_num = 7'b1001111 ;
            2:   out_num = 7'b0010010 ;
            3:   out_num = 7'b0000110 ;
            4:   out_num = 7'b1001100 ;
            5:   out_num = 7'b0100100 ;
            6:   out_num = 7'b1100000 ;
            7:   out_num = 7'b0001111 ;
            8:   out_num = 7'b0000000 ;
            9:   out_num = 7'b0001100 ;
            10:  out_num = 7'b1111110 ;          
            default:  out_num = 7'b1111111 ;     
        endcase
    end      
endmodule
==> reports/notes.md <==
The timing report notes that buffer and inverter cells on the critical path total 0. TritonCTS built the clock tree. The area fraction of the dominant cell type after synthesis came out at 0.231. The count of endpoints failing hold in the final timing report is 0, and the area of the placeable core is 8760 um2.

88 endpoints have no timing constraint. The run finished with clean final reports. Post-CTS repair changed the size of 0 cells.

The tools report the max-slew violation count as 0. The logs give 411 ps for the tightest hold margin and 2540 um2 for the multi-input combinational cell area. The stat command in Yosys gives a chip area of 4540 um2. Per the detail_route report, routed wire per instance is 17.1 um. According to the dpl log, the detail-placed design has an HPWL of 6900 um.

For this run, the final setup violation count is recorded as 0. For this run, the number of Yosys warnings is 6. By count the netlist is led by sky130_fd_sc_hd__dfxtp_1 (40), sky130_fd_sc_hd__edfxtp_1 (35), sky130_fd_sc_hd__nand2_1 (32). The footprint of the flip-flops and latches came out at 1850 um2. The slowest stage of the critical path is the sky130_fd_sc_hd__dfxtp_1 cell.

Cell count after placement: 545. In the Yosys report the total cell count is 431. Checking hold timing, the worst path is listed with class reg2reg.

The count of input and output buffers is 22. Along the worst path, the maximum fanout reaches 5. Summing every instance area after synthesis gives 4540 um2.

The finished layout holds 553 standard cells, fillers aside. Looking at area per cell type in the netlist, the leader is sky130_fd_sc_hd__edfxtp_1. The die boundary height was 97.3 um. The congestion estimate from routability-driven global placement came to 0.874. The maximum single-stage delay on the critical path is 370 ps, and the maximum buffer depth of the clock tree is 2. The critical path is of the reg2reg type. The initial antenna violation count is 0, and the total antenna diodes in the routed design is 0. The tools report the global-route wire length before repair as 16,000 um.

Number of logged tool warnings: 37. The proportion of synthesized flip-flops having asynchronous set or reset is 0. The die covers 9470 um2. The tools report the number of standard cells after synthesis as 431. The run gives 9480 um as the total routed wirelength.

For the floorplan core density, the log shows 0.518. For this design the ratio of total power to cell area is 148 nW/um2. The synthesized netlist contains 45 unique library cells. The run gives 737 uW as the overall power consumption. The run gives 165 for the initial DRC count. Nets still carrying antenna violations after routing amount to 0. STA classifies the critical path startpoint as a flip-flop. Type of element capturing the critical path: a flip-flop. Entering global routing, the biggest net connects 37 pins.

The floorplan has 34 rows. Buffers inserted to repair hold after CTS numbered 0. For this run the top cell type by instance count after synthesis was sky130_fd_sc_hd__dfxtp_1. On the reported timing paths, the clock transition at the registers reads 70 ps. Once the clock tree was built, the setup fixing pass inserted 0 buffers. The count of unclocked register or latch pins is 38. The cell sequence reported for the critical path is ha_1, and4_1, and3_1, nand4_1, nor3b_1, xor2_1. The fraction of the yosys area taken by sequential cells is 0.408. The timing report attributes the biggest portion of critical-path delay to simple AND/OR/NAND/NOR gates. A synthesized cell averages 10.5 um2. For this run, the leading register cell type out of synthesis is sky130_fd_sc_hd__dfxtp_1. The highest clock rate this design can be run at is 0.541 GHz.

The vias per cell was 5.91. The count of TritonRoute iterations in the first routing pass was 4; the share of final-layout standard cells stronger than drive strength 1 was 0.124. For the finished layout, the period the worst path requires is 1850 ps. The synthesis report lists the most area-consuming cells as sky130_fd_sc_hd__edfxtp_1 (23%), sky130_fd_sc_hd__dfxtp_1 (18%), sky130_fd_sc_hd__mux4_2 (6.4%), sky130_fd_sc_hd__ha_1 (5.5%), sky130_fd_sc_hd__xnor2_1 (4.6%). Setup repair after global routing left no endpoint under its margin.

The number of ports placed on the die boundary is 23, and the count of filler cells inserted in the layout is 714. The horizontal die dimension reported for this design is 97.3 um. For the number of design rule violations left after detail routing, the log shows 0. The flip-flop and latch count after synthesis came out at 75. Yosys mapped a number of flops with a built-in enable equal to 35. The final route contains 3,269 vias.

The tools report the number of buffers inserted during clock tree synthesis as 5. The count of H-tree levels built during CTS came out at 2. The leakage component of the power was reported as 1.86 nW. At the pin with the least slew margin, the transition time is 845 ps. The global router's overall resource usage came out at 0.224. The largest clock skew in the final design was 5.34 ps. The run gives 0 for the total grt overflow. In this run the clock root is driven by a sky130_fd_sc_hd__clkbuf_8. The run gives 3,173 as the number of global-route vias before repair. According to the timing report, the data required time at the worst endpoint equals 4620 ps. The post-route setup TNS came out at 0 ps.

For flop-to-flop paths, the worst setup slack is 2550 ps. The tools report the worst-case headroom to the max-slew limit as 0.435. Between the synthesized netlist and the finished layout, the area growth was recorded as 9.40%.

Per the run summary, max-cap violations total 0. The highest supply drop recorded on VDD is 0.000176 V. Clock latency on the worst-skew pair, taken at its later pin, is 290 ps. The data arrival time reported for the critical path is 2070 ps. The period utilization was 0.420.
==> where the power goes <==
part | total [mW] | internal [mW] | leakage, nW | switching (mW)
Combinational | 0.0556 | 0.0242 | 1.13 | 0.0314
Clock | 0.339 | 0.225 | 0.0681 | 0.114
Sequential | 0.342 | 0.342 | 0.659 | 0
==> placed cells by master, fill, tap and decap left out, types with 6 or more instances in the layout <==
cell type / count
sky130_fd_sc_hd__nand2_1: 32
sky130_fd_sc_hd__clkdlybuf4s50_1: 22
sky130_fd_sc_hd__o21ai_0: 9
sky130_fd_sc_hd__xnor2_1: 24
sky130_fd_sc_hd__dfxtp_1: 40
sky130_fd_sc_hd__nor2_1: 24
sky130_fd_sc_hd__inv_1: 16
sky130_fd_sc_hd__a21oi_1: 11
sky130_fd_sc_hd__and3_1: 29
sky130_fd_sc_hd__mux2i_1: 6
sky130_fd_sc_hd__nand2b_1: 14
sky130_fd_sc_hd__a211oi_1: 20
sky130_fd_sc_hd__xor2_1: 12
sky130_fd_sc_hd__mux4_2: 13
sky130_fd_sc_hd__a31oi_1: 18
sky130_fd_sc_hd__nor3_1: 9
sky130_fd_sc_hd__edfxtp_1: 35
sky130_fd_sc_hd__ha_1: 20
sky130_fd_sc_hd__mux2_2: 18
sky130_fd_sc_hd__nand3_1: 15
==> state kept, by name, indices dropped and copies added, names as in the netlist <==
name and cells:
i 3, set_which 3, func_set_clk.cnt 26, func_my_clk.cnt 11
num 32
==> cells by family (layout without fill, tap and decap cells) <==
logic type               after synthesis  after routing  share of synthesized area
AND/OR/NAND/NOR                      152            152                      0.178
flip-flops                            75             75                      0.408
AND-OR/OR-AND                         70             70                      0.103
multiplexers                          43             43                      0.155
XOR/XNOR                              36             36                     0.0694
buffers and inverters                 35             49                     0.0320
adder cells (fa/ha/maj)               20             20                     0.0551
==> area by class of cell <==
| cell class | instances | area share |
|---|---|---|
| clock buffers | 5 | 0.0139 |
| clock inverters | 3 | 0.0131 |
| inverters | 16 | 0.0121 |
| multi-input cells | 321 | 0.512 |
| flip-flops and latches | 75 | 0.373 |
| well taps | 108 | 0.0272 |
| repair buffers | 25 | 0.0489 |
==> through the flow <==
step / cell area, um2 / worst slack [ps] / util
after floorplan: 4540 / 2760 / -
after global placement: 4830 / 2610 / 0.552
after detailed placement: 4830 / 2560 / 0.552
after CTS: 4970 / 2530 / 0.567
after global routing: 4970 / 2360 / 0.567
final: 4970 / 2550 / 0.567
==> layer usage <==
metal / GRT usage / up-vias / wire [um]
li1: - / 1625 / -
met1: 0.373 / 1523 / 4550
met2: 0.319 / 113 / 4060
met3: 0.0820 / 8 / 820
met4: 0.0113 / 0 / 45
met5: 0 / - / 0
==> path summary, 6_finish.rpt <==
path                                                  start                      endpoint  cells past startpoint
worst max register to register  func_set_clk.cnt[0]$_DFF_P_  func_set_clk.cnt[24]$_DFF_P_                      6
worst max-delay path            func_set_clk.cnt[0]$_DFF_P_  func_set_clk.cnt[24]$_DFF_P_                      6
worst min register to register   func_my_clk.cnt[0]$_DFF_P_    func_my_clk.cnt[0]$_DFF_P_                      1
worst min-delay path             func_my_clk.cnt[0]$_DFF_P_    func_my_clk.cnt[0]$_DFF_P_                      1
Power figures rest on the tool's default switching activity, not on a simulated workload.
