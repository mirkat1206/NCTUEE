==> design.v <==
`timescale 1ns / 1ps
module music_littlestar(
    input clk,                   
    output reg speaker = 0,      
    output out_stop              
    );
    reg [7:0] cnt = 0 ;
    reg [7:0] note_frq [12:0] ;    
    reg [3:0] a [41:0];          
    reg [5:0] i = 0 ;           
    wire basic_div;
    parameter basic_frq = 10 ;
    my_clock set_note( .clk( clk ) , .frqdiv( basic_frq ) , .out_clk( basic_div ) );
    always @( posedge basic_div ) begin
        if( cnt==note_frq[ a[i] ] ) begin
            speaker <= speaker + 1 ;
            cnt <= 0 ;
        end
        else
            cnt <= cnt + 1 ;
    end   
    wire a_clk;
    parameter a_frq = 24 ;
    my_clock func_a_clk( .clk( clk ) , .frqdiv( a_frq ) , .out_clk( a_clk ) );
    reg stop = 0 ;
    assign out_stop = stop ;
    reg [5:0] buffer = 0 ;
    always @( posedge a_clk ) begin
        if( stop==1 ) begin
            i <= 42 ;
            stop <= 0 ;
        end
        else begin     
            i <= buffer ;
            stop <= 1 ;           
            if( buffer==41 ) begin
                buffer <= 0 ;
            end
            else begin
                buffer <= buffer + 1 ;
            end                         
        end            
    end
    initial begin
        note_frq[1] = 94 ;  note_frq[2] = 83 ;  note_frq[3] = 74 ;  note_frq[4] = 70 ;    
        note_frq[5] = 62 ;  note_frq[6] = 55 ;  note_frq[7] = 49 ;  note_frq[8] = 46 ;  
        note_frq[9] = 41 ;  note_frq[10] = 37 ;  note_frq[0] = 35 ;  note_frq[11] = 31 ;        
        a[0] = 1 ;      a[1] = 1 ;      a[2] = 5 ;      a[3] = 5 ;      a[4] = 6 ;      a[5] = 6 ;      a[6] = 5 ; 
        a[7] = 4 ;      a[8] = 4 ;      a[9] = 3 ;      a[10] = 3 ;     a[11] = 2 ;     a[12] = 2 ;     a[13] = 1 ; 
        a[14] = 5 ;     a[15] = 5 ;     a[16] = 4 ;     a[17] = 4 ;     a[18] = 3 ;     a[19] = 3 ;     a[20] = 2 ; 
        a[21] = 5 ;     a[22] = 5 ;     a[23] = 4 ;     a[24] = 4 ;     a[25] = 3 ;     a[26] = 3 ;     a[27] = 2 ; 
        a[28] = 1 ;     a[29] = 1 ;     a[30] = 5 ;     a[31] = 5 ;     a[32] = 6 ;     a[33] = 6 ;     a[34] = 5 ; 
        a[35] = 4 ;     a[36] = 4 ;     a[37] = 3 ;     a[38] = 3 ;     a[39] = 2 ;     a[40] = 2 ;     a[41] = 1 ;         
        note_frq[12] = 0 ;
        a[42] = 12 ;                 
    end
endmodule
`timescale 1ns / 1ps
module my_clock(
    input clk,                   
    input [10:0] frqdiv,         
    output out_clk               
    );
    reg [30:0] cnt = 0 ;         
    assign out_clk = cnt[ frqdiv ] ;
    always @( posedge clk )
        cnt <= cnt + 1 ;
endmodule
==> run.sh <==
#!/bin/bash
# OpenROAD 26Q1-2900-gdf79404cd8, Yosys 0.63+post, stock flow scripts
make -C /OpenROAD-flow-scripts/flow DESIGN_CONFIG=/design/flow/config.mk WORK_HOME=/design/flow/orfs finish
==> config.mk <==
export PLATFORM = sky130hd
export DESIGN_NAME = music_littlestar
export DESIGN_NICKNAME = music_littlestar
export VERILOG_FILES = /design/flow/design.v
export SDC_FILE = /design/flow/constraint.sdc
export NUM_CORES = 4
export LEC_CHECK = 1
export CORE_UTILIZATION = 30
==> constraint.sdc <==
current_design music_littlestar

set clk_period 3.6
set clk_io_pct 0.2

create_clock -name clk0 -period $clk_period [get_ports {clk}]

set non_clock_inputs [all_inputs -no_clocks]
set_input_delay [expr $clk_period * $clk_io_pct] -clock clk0 $non_clock_inputs
set_output_delay [expr $clk_period * $clk_io_pct] -clock clk0 [all_outputs]
==> summary.txt <==
The synthesis and place-and-route flow finished, so here is a summary.

The number of instances in the synthesized netlist is ~280. The count of warning messages emitted by the tools came out at 31. The final design instance area without fill is 3000 sq um. From bottom edge to top edge, the die measures 98.5 microns. The maximum number of pins on one net before global-route repair came out at 16. The total die size came out at roughly 9700 sq um.

The worst slack after detailed placement came out at roughly 1.8 ns. The critical path class is flip-flop to flip-flop. Counting flops with a built-in enable in the synthesized netlist gives 7. Setup repair after global routing left no endpoint under its margin. The insertion delay to the later sink of the worst-skew pair is 0.28 ns. The number of buffers added for setup after CTS came out at 0. The initial antenna violation count was 0. The area taken by multi-input combinational cells is reported as between 1000 and 1500 sq um. IR analysis of the VDD net gives a maximum drop of around 0.39 mV. In the final run the clock tree shows a worst skew of between 0.004 and 0.005 ns. Total power normalized to cell area comes to 228 nW/um^2. The static leakage is around 1.1 nW. The max-cap check violation count came out at 0. Max fanout on the critical path was recorded as 5. The required time reported for the critical path endpoint came out at roughly 3.8 ns. The floorplan step set the die width to 98.5 microns. Including well taps, the total number of placed cells is between 300 and 400. The clock transition at the registers of the reported paths came out at about 0.070 ns. The number of clock buffers inserted by TritonCTS came out at 5.

The CTS H-tree depth came out at 2. The overall overflow remaining after global route came out at 0. The tally of buffers added on design ports came out at 2. After clock tree synthesis, the flow added hold-fix buffers numbering 0. The proportion of synthesized flip-flops having asynchronous set or reset came out at 0%.

Per the detailed placement report, the placed cell area equals slightly below 3000 sq um. The fraction of the cycle the final worst path needs came out at 51.3%. The per-cell via count in the routed design came out at about 4.6. Setup total negative slack on the finished layout was measured at 0 ns. The count of standard-cell rows came out at 34. The stat command in Yosys gives a chip area of roughly 2800 sq um. Per the detail_route report, DRC violations left total 0.

In the final report, the number of endpoints failing setup comes to 0. Per the final timing report, the hold violations number 0. The ratio of cells with drive above 1 in the final layout came out at under 10%. RePlAce ended its routability-driven mode at a weighted congestion of 0.812. Measured against its own limit, the worst slew margin works out to a little over three fifths. The first TritonRoute pass finished after 4 iterations.

The count of unclocked register or latch pins is 22. The number of ports placed on the die boundary came out at 3. TritonCTS built the clock tree. For this run, the total global-route usage over all layers was measured as 8.93%. The data arrival time of the worst path is around 2 ns. The maximum clock rate is about 540 MHz. The combined area of all synthesized cells is 2790 sq um. The number of cells in the yosys synthesis report is between 200 and 300.

The number of antenna repair diodes is 0. The slew at the pin with the worst max-slew slack came out at 0.563 ns. The worst setup margin came out at ~1.8 ns. After detailed routing, the total wire length is slightly above 4000 microns. In the final layout, flip-flops and latches occupy between 1000 and 1500 sq um. The worst setup path is captured at a flip-flop. The post-detailed-route wirelength per cell is about 10 microns.

The count of placed standard cells in the final layout, fillers left out came out at 395. The max-slew violation count is 0. The via count of the first global-routing pass is 1684. Clock tree synthesis selected as its root buffer the cell clkbuf_8. The worst-case clock buffer depth came out at 2. The first global-routing pass estimated 7300 microns of wire. The placeable core area came out at 8850 sq um. Yosys reported a register bit count of ~58. The min-delay analysis places its worst path in the category flip-flop to flip-flop. The share of the core filled by cells before placement came out at between 30% and 40%. The filler cells instantiated in the layout total 894. The final critical-path required period came out at 1.85 ns.

The commonest register cell is dfxtp_1. The area growth from synthesis to layout is 7.35%. The average footprint of a synthesized cell came out at between 9 and 10 sq um. 31 endpoints have no timing constraint. The residual antenna-violating net count after detailed routing is 0.

The number of warnings printed during yosys synthesis came out at 4. The flow ran to the end, and the final reports show no timing, DRC or antenna violations. The placed wire-length estimate after detailed placement is 2970 microns. The register share after synthesis came out at between 40% and 50%. The number of unique standard cell types used by synthesis came out at 47. The post-cts resize count came out at 0. The DRC violation total after the first TritonRoute iteration came out at roughly 60. The final route contains between 1500 and 2000 vias. The category of the worst setup path launch point is a flip-flop.
## state kept, by name, indices dropped and copies added, names as in the netlist
register and cells:
func_a_clk.cnt 25, set_note.cnt 11, cnt 8, buffer 6, i 6, speaker 1, stop 1
## area by class of cell
cell class | instances | share of cell area [%]
clock buffers | 6 | 2.76
clock inverters | 2 | 0.334
inverters | 17 | 2.13
multi-input cells | 202 | 48.5
flip-flops and latches | 58 | 41.1
well taps | 108 | 4.51
repair buffers | 2 | 0.668
## cell families (layout without fill, tap and decap cells)
family,Yosys count,in the layout,synth area share (%)
fa+ha+maj,12,12,5.38
mux,4,4,1.43
compound gates,37,37,11.6
flops,58,58,44.1
simple gates,103,103,19.3
xor+xnor,46,46,14.4
buf+inv,23,27,3.81
## worst max-delay path, stage by stage (launching register included)
cell and delay, ns:
dfxtp_1 0.40, ha_1 0.27, nand3_1 0.13, nor3_1 0.45, and3_1 0.26, nand3_1 0.10, xnor2_1 0.13
## metal layers
| metal | track usage, % | share of wire, % | vias up |
|---|---|---|---|
| met5 | 0 | 0 | - |
| met1 | 13.8 | 54 | 832 |
| li1 | - | - | 989 |
| met2 | 14.1 | 43 | 7 |
| met4 | 1.03 | 1.0 | 0 |
| met3 | 1.23 | 1.4 | 7 |
## synthesized netlist by cell type, drive strengths merged (2+ instances only)
cell | instances | share of area [%]
inv | 17 | 2.3
xor2 | 14 | 4.4
or2 | 5 | 1.1
mux2i | 4 | 1.4
xnor2 | 32 | 10
a31oi | 9 | 2.0
nand4b | 3 | 0.94
a21oi | 2 | 0.36
edfxtp | 7 | 7.5
ha | 12 | 5.4
nand4 | 5 | 1.1
nand3 | 20 | 3.6
buf | 4 | 1.3
nand2b | 9 | 2.0
nand3b | 2 | 0.54
o21ai | 4 | 0.72
o31ai | 2 | 0.54
o211ai | 7 | 2.1
a211o | 2 | 0.63
nor3 | 2 | 0.36
dfxtp | 51 | 37
nor2b | 5 | 1.1
clkbuf | 2 | 0.27
nor2 | 17 | 2.3
and3 | 9 | 2.0
nand2 | 22 | 3.0
## path summary, 6_finish.rpt
path,slack [ns],from,depth (start not counted),to
setup / recovery,1.75,func_a_clk.cnt[0]$_DFF_P_,6,func_a_clk.cnt[20]$_DFF_P_
hold / removal,0.40,set_note.cnt[0]$_DFF_P_,1,set_note.cnt[0]$_DFF_P_
setup reg to reg,1.75,func_a_clk.cnt[0]$_DFF_P_,6,func_a_clk.cnt[20]$_DFF_P_
hold reg to reg,0.40,set_note.cnt[0]$_DFF_P_,1,set_note.cnt[0]$_DFF_P_
## report_power, final
part / leakage, nW / internal [mW] / switching [mW]
Combinational: 0.536 / 0 / 0
Clock: 0.0510 / 0.152 / 0.134
Sequential: 0.491 / 0.398 / 0
## cells in the final DEF (no fill, tap or decap), drive strengths merged, types with 9 or more instances in the layout
cell / n
nand3: 20
xor2: 14
nor2: 17
ha: 12
nand2: 22
inv: 17
dfxtp: 51
nand2b: 9
a31oi: 9
xnor2: 32
and3: 9
## stage by stage
stage	util, %	hold slack, ns	total power, mW
6_report	33.9	0.399	0.684
5_1_grt	33.9	0.407	0.710
4_1_cts	33.9	0.399	0.697
3_5_place_dp	32.8	0.381	0.407
3_3_place_gp	32.8	0.378	0.407
2_1_floorplan	-	0.366	0.407
No activity file was given, so power comes from the tool's default toggle rates.
